$ cat design/flow/design.v
`default_nettype none
module CPUglue(
	input i_CLK,
	input i_A0,
	input i_DS_n,
	input [1:0] i_SIZ,
	input i_RESET_n,
	output o_UDS_n,
	output o_LDS_n, 
	output o_E
	);
	reg [3:0] counter;
	assign o_UDS_n = !(!i_DS_n && !i_A0);
	assign o_LDS_n = !((!i_DS_n && !i_A0) || (!i_DS_n && !i_SIZ[0:0]) || (!i_DS_n && i_SIZ[1:1]));
	reg trigger = 1'b0;
	always @(posedge i_CLK) begin
		if (!i_RESET_n) begin
			counter <= 4'b0;
			trigger <= 1'b0;
		end else if (counter == 10) begin
			counter <= 4'b0;
			trigger <= 1'b1;
		end else begin 
			counter <= counter + 1;
			trigger <= 1'b0;
		end 
	end
	assign o_E = trigger;
endmodule
$ cat design/flow/run.sh
#!/bin/bash
# OpenROAD 26Q1-2900-gdf79404cd8, Yosys 0.63+post, stock flow scripts
make -C /OpenROAD-flow-scripts/flow DESIGN_CONFIG=/design/flow/config.mk WORK_HOME=/design/flow/orfs finish
$ cat design/flow/config.mk
export PLATFORM = sky130hd
export DESIGN_NAME = CPUglue
export DESIGN_NICKNAME = CPUglue
export VERILOG_FILES = /design/flow/design.v
export SDC_FILE = /design/flow/constraint.sdc
export NUM_CORES = 4
export LEC_CHECK = 1
export CORE_AREA = 10 10 70 70
export DIE_AREA = 0 0 80 80
$ cat design/flow/constraint.sdc
current_design CPUglue

set clk_period 2.3
set clk_io_pct 0.2

create_clock -name clk0 -period $clk_period [get_ports {i_CLK}]

set non_clock_inputs [all_inputs -no_clocks]
set_input_delay [expr $clk_period * $clk_io_pct] -clock clk0 $non_clock_inputs
set_output_delay [expr $clk_period * $clk_io_pct] -clock clk0 [all_outputs]
==> impl_metrics.py <==
# Physical implementation metrics
metrics = {
    "sta": {
        "fin_hold_ws_ps": 470,
        "final_hold_fails": 0,
        "clock_skew_ps": 1.20,
        "setup_tns_ps": 0,
        "achievable-frequency_mhz": 488,
        "setup_viol_count_final": 0,
        "rsz_0062_raised_after_global_routing": "no",
        "fin_crit_ps": 2050,
        "max-slew-margin-rel_pct": 84.1,
        "finalClockPeriodUsage_pct": 89.1,
        "setup_slack_ps": 251,
        "tightestPinTransition_ps": 236,
        "slew_limit_fails": 0,
    },
    "final_layout": {
        "postLayoutCellArea_um2": 384,
        "flow.area_growth_from_synthesis_pct": 74.4,
        "final.fill_count": 402,
        "final-seq-area_um2": 100,
        "drive_gt1_share_pct": 11.1,
        "footprint_of_the_multi_input_gates_um2": 116,
        "fin_util_pct": 11.2,
        "stdcell_count": 82,
    },
    "cts": {
        "clockRootBuffer": "sky130_fd_sc_hd__clkbuf_4",
        "ctsHoldBuffers": 0,
        "cts-resized-gates": 0,
        "post_cts_buffers": 0,
        "cts_sinks": 5,
        "cts_max_level": 1,
        "tritoncts.num_buffers": 3,
        "clk_pin_slew_worst_paths_ps": 40,
        "cts_tree": "built",
        "clock_latency_ps": 240,
        "clock_tree.buffer_depth": 2,
    },
    "drt": {
        "dr.pass1.iters": 1,
        "route.antenna.remaining_nets": 0,
        "route.detailed.vias_per_inst": 2.30,
        "routed_wl_um": 482,
        "avgRoutedWirePerCell_um": 5.88,
        "drc_errors": 0,
        "antennaDiodeCount": 0,
        "vias": 189,
        "first_iter_violations": 0,
    },
    "placement": {
        "dpl_cell_area_um2": 358,
        "placed_cells_incl_taps": 78,
        "post_placement_worst_setup_slack_ps": 242,
        "gp_congestion": 0.629,
        "port_buffers": 8,
    },
    "setup_path": {
        "path_cells": "clkdlybuf4s50_1 -> nand2_1 -> o21bai_1 -> clkdlybuf4s50_1",
        "crit_path_max_fanout": 2,
        "crit_path_end_kind": "primary output",
        "worstSetupPathType": "input port to primary output",
        "ff2ff_path_depth": 5,
        "worst_setup_path_start_kind": "input port",
        "crit_path_top_cell_by_count": "sky130_fd_sc_hd__clkdlybuf4s50_1",
        "regToRegSetupSlack_ps": 1250,
        "critical-path-max-stage-delay_ps": 490,
        "ff_to_ff_start": "counter[0]",
        "reg2reg_to": "counter[0]",
        "worst-endpoint-arrival_ps": 1590,
        "worst_ep_required_time_ps": 1840,
        "crit_slowest_cell": "sky130_fd_sc_hd__clkdlybuf4s50_1",
    },
    "flow_run": {
        "tool_warnings": 26,
        "maxCapViolCount": 0,
    },
    "logic_synthesis": {
        "yosys-stat-cells": 24,
        "ys_area_um2": 220,
        "synth_sequential_area_ratio_pct": 45.5,
        "ys_warn_count": 1,
        "syn_avg_cell_area_um2": 9.18,
        "synth.distinct_cells": 15,
        "syn_inst": 24,
        "netlist_area_um2": 220,
        "ys_ff": 5,
    },
    "grt": {
        "grt_pass1_vias": 161,
        "grt_util_met3_pct": 2.05,
        "grt_max_degree": 7,
        "gr-usage-all-layers_pct": 1.58,
        "grt_overflow": 0,
        "antenna_violations_before_repair": 0,
        "grt_most_used_layer": "met3",
        "wire_length_of_the_first_global_routing_pass_um": 731,
        "met2_usage_pct": 2.01,
        "grt.met1_usage_pct": 1.53,
    },
    "pwr": {
        "design_power_total_uw": 218,
        "vdd_ir_drop_max_uv": 133,
        "reported_leakage_power_nw": 0.140,
        "powerDensity_nw_per_um2": 567,
    },
    "die": {
        "die_area_um2": 6400,
        "floorplan.io_pins": 9,
        "std_cell_rows": 21,
        "die.size.y_um": 80,
        "die_x_um": 80,
        "floorplan.core_area_um2": 3420,
        "floorplan.initialDensity_pct": 6.45,
    },
    "hold_path": {
        "worst_hold_path.endpoint": "counter[0]",
        "worst_hold_startpoint": "counter[0]",
        "min_path_type": "register to register",
        "hold_path_depth": 1,
    },
    "outcome": {
        "run_status": "finished, final reports clean",
    },
}
## cell usage in the layout (no fill, tap or decap), drive strengths merged
cell type,count
and3,1
nand3b,1
nand2,2
nand2b,2
nor3b,1
o21bai,1
nor2,3
ha,2
o21ai,1
clkdlybuf4s50,8
or2,1
inv,1
clkbuf,4
dfxtp,5
nand3,1
o21a,1
a21boi,1
## logic make-up after synthesis
kind of cell             count (synthesis)  share of synthesized area (%)
AND-OR/OR-AND                            4                           12.5
buffers and inverters                    1                           1.70
AND/OR/NAND/NOR                         12                           29.0
adder cells (fa/ha/maj)                  2                           11.4
flip-flops                               5                           45.5
## worst max-delay path by stage
stage         cells after the start  from  endpoint  slack, ps
global route                      4  i_A0   o_LDS_n        200
CTS                               4  i_A0   o_LDS_n        240
finish                            4  i_A0   o_LDS_n        250
## flip-flops by register name (all words and copies together), names as in the netlist
register / count
trigger: 1
counter: 4
## critical path: cells and delay by family
family	cells	cell delay, ps
AND-OR/OR-AND	1	120
buffers and inverters	2	960
AND/OR/NAND/NOR	1	50
## final cells by class
cell class / instances / area share (%)
sequential: 5 / 26.1
multi-input combinational: 18 / 30.3
clock buffer: 4 / 6.84
inverter: 1 / 0.977
timing repair buffer: 8 / 20.8
tap: 46 / 15.0
## metal layers
| metal | vias up | wire length (µm) | share of wire (%) |
|---|---|---|---|
| met3 | 0 | 60 | 12 |
| met5 | - | 0 | 0 |
| met4 | 0 | 0 | 0 |
| li1 | 104 | - | - |
| met2 | 6 | 229 | 48 |
| met1 | 79 | 191 | 40 |
## cells in the mapped netlist
master                     instances  area share, %
sky130_fd_sc_hd__nand2_1           2            3.4
sky130_fd_sc_hd__and3_1            1            2.8
sky130_fd_sc_hd__or2_2             1            2.8
sky130_fd_sc_hd__a21boi_0          1            3.4
sky130_fd_sc_hd__o21bai_1          1            3.4
sky130_fd_sc_hd__inv_1             1            1.7
sky130_fd_sc_hd__nor3b_1           1            3.4
sky130_fd_sc_hd__ha_1              2             11
sky130_fd_sc_hd__nor2_1            3            5.1
sky130_fd_sc_hd__o21a_1            1            3.4
sky130_fd_sc_hd__nand3_1           1            2.3
sky130_fd_sc_hd__o21ai_0           1            2.3
sky130_fd_sc_hd__nand3b_1          1            3.4
sky130_fd_sc_hd__dfxtp_1           5             45
sky130_fd_sc_hd__nand2b_1          2            5.7
## report_power, final
group / total [mW] / internal (mW) / leakage [nW] / switching (mW)
clock: 0.0983 / 0.0654 / 0.0150 / 0.0329
sequential: 0.0958 / 0.0915 / 0.0409 / 0.00433
combinational: 0.0238 / 0.0170 / 0.0839 / 0.00674
Power and IR drop assume default switching activity.
