`design/flow/design.v`:
```
`default_nettype none
module DebounceSwitch (
    input i_Clk, 
    input i_Switch,
    output o_Switch);
    parameter c_DEBOUNCE_LIMIT = 250000;   
    reg [17:0] r_Count = 0;
    reg r_State = 1'b0;
    always @(posedge i_Clk)
    begin
        if (i_Switch !== r_State && r_Count < c_DEBOUNCE_LIMIT)
            r_Count <= r_Count + 1;
        else if (r_Count == c_DEBOUNCE_LIMIT)
        begin
            r_State <= i_Switch;
            r_Count <= 0;
        end 
        else
            r_Count <= 0;
    end
    assign o_Switch = r_State;
endmodule
```
`design/flow/run.sh`:
```
#!/bin/bash
# OpenROAD 26Q1-2900-gdf79404cd8, Yosys 0.63+post, stock flow scripts
make -C /OpenROAD-flow-scripts/flow DESIGN_CONFIG=/design/flow/config.mk WORK_HOME=/design/flow/orfs finish
```
`design/flow/config.mk`:
```
export PLATFORM = sky130hd
export DESIGN_NAME = DebounceSwitch
export DESIGN_NICKNAME = DebounceSwitch
export VERILOG_FILES = /design/flow/design.v
export SDC_FILE = /design/flow/constraint.sdc
export NUM_CORES = 4
export LEC_CHECK = 1
export CORE_AREA = 10 10 76 76
export DIE_AREA = 0 0 86 86
```
`design/flow/constraint.sdc`:
```
current_design DebounceSwitch

set clk_period 4.0
set clk_io_pct 0.2

create_clock -name clk0 -period $clk_period [get_ports {i_Clk}]

set non_clock_inputs [all_inputs -no_clocks]
set_input_delay [expr $clk_period * $clk_io_pct] -clock clk0 $non_clock_inputs
set_output_delay [expr $clk_period * $clk_io_pct] -clock clk0 [all_outputs]
```
==> impl_metrics.json <==
{
  "status": "finished clean",
  "top_cell_area_share": 0.406,
  "max_freq_mhz": 528,
  "grt_setup_unrepaired": "false",
  "met2_usage": 0.0615,
  "worst-path-buf-inv": 1,
  "htree_levels": 1,
  "slowest_stage": "clkdlybuf4s50_1",
  "cts_root_buffer": "clkbuf_8",
  "drc": 0,
  "grt_pass1_vias": 625,
  "die_area_mm2": 0.00740,
  "cts_tree": "done",
  "cp_max_fo": 2,
  "insertedDiodeCount": 0,
  "io_pins": 3,
  "power_frac_clock": 0.391,
  "met3_usage": 0.0153,
  "place_hpwl_um": 1020,
  "crit_path_end_kind": "primary output",
  "ys_seq_frac": 0.440,
  "hp-start": "r_Count[0]",
  "hold_depth": 1,
  "timing.rr.start": "r_Count[0]",
  "vias_per_cell": 4.15,
  "synth.cell_area_um2": 887,
  "first_pass_iters": 4,
  "die_h_um": 86,
  "seqPwrFrac": 0.577,
  "fp-utilization": 0.216,
  "layout-drive-gt1-share": 0.0935,
  "grt_most_used_layer": "met2",
  "crit_type": "flip-flop to primary output",
  "insertion_delay_ns": 0.25,
  "logic_area_um2": 454,
  "fin_skew_ns": 0.00364,
  "r2r_cells": 5,
  "tns_ns": 0,
  "ys_area_um2": 887,
  "powerDensity_mw_per_mm2": 337,
  "sw_frac_of_total": 0.213,
  "r2r_slack_ns": 2.35,
  "grt_max_degree": 19,
  "antenna_left": 0,
  "p_leak_nw": 0.297,
  "hp-class": "flip-flop to flip-flop",
  "critPathLaunchType": "flip-flop",
  "cts.sinks": 19,
  "final_max_slew_viol_count": 0,
  "final_util": 0.245,
  "drt_iter0_drc": 58,
  "min_to": "r_Count[0]",
  "warnings": 26,
  "worst_slack_ns": 2.10,
  "period_needed_ns": 1.90,
  "antenna_found_initial": 0,
  "cts_max_path_buffers": 2,
  "cp_top_family": "buffers and inverters",
  "design.core.area_mm2": 0.00412,
  "grt-ovfl-total": 0,
  "seqCellArea_um2": 390,
  "numCtsBuffers": 3,
  "grt_first_pass_wirelength_um": 2700,
  "rr_endpoint": "r_Count[16]",
  "path_clk_slew_ns": 0.07,
  "die_width_um": 86,
  "finalHoldViolations": 0,
  "tightest_slew_ns": 0.377,
  "switchingPower_uw": 72.5,
  "syn2layout_area_growth_pct": 13.5,
  "grt_usage": 0.0423,
  "grt_util_met1": 0.0585,
  "top_cells_by_area": "dfxtp_1, xnor2_1, nor2_1, nand4_1, nor4_1",
  "fillerInstances": 439,
  "p_int_uw": 267,
  "ctsResizeCount": 0,
  "cap_viol_max_count": 0,
  "largest_area_cell": "dfxtp_1",
  "slew_headroom": 0.747,
  "path_cells": "clkdlybuf4s50_1",
  "dp_worst_setup_slack_ns": 2.05,
  "rows": 23,
  "period_used_share": 0.474,
  "cts_hold_buf": 0,
  "max_stage_delay_ns": 0.47,
  "vdd.ir_drop.worst_mv": 0.0949,
  "yosys_warnings": 1,
  "ys_types": 22,
  "avgSynthCellArea_um2": 8.70,
  "gp_congestion": 0.798,
  "critPathRequiredTime_ns": 3.20,
  "setup-violations-final": 0,
  "post_cts_buffers": 0,
  "port_buffers": 2,
  "wl_um": 1450,
  "ys_ff": 19,
  "wire_per_inst_um": 9.25,
  "arrival_ns": 1.10,
  "netlist_instances": 102,
  "ys_cells": 102,
  "vias": 651,
  "p_comb_frac": 0.032
}
## cells by family after synthesis
group                      share of synthesized area
and+or+nand+nor                                0.289
DFF                                            0.440
xor gates and xnor gates                       0.148
buffers and inverters                         0.0480
AOI/OAI and AO/OA                             0.0465
adders and majority gates                     0.0282
## state kept, by name, summed over array words and instances, names as in the netlist
signal and cells:
r_Count 18, r_State 1
## how the worst max path moves through the flow
stage	startpoint	end	slack [ns]	cells after the start
finish	r_State	o_Switch	2.10	1
global route	r_State	o_Switch	2.05	1
CTS	r_State	o_Switch	2.08	1
## through the flow
stage / power (mW) / instances / hold slack [ns] / cell area [um2]
finish: 0.340 / 157 / 0.486 / 1010
floorplan: 0.208 / 102 / 0.437 / 887
CTS: 0.344 / 157 / 0.491 / 1010
global route: 0.355 / 157 / 0.535 / 1010
global placement: 0.211 / 153 / 0.466 / 961
detailed placement: 0.212 / 153 / 0.473 / 961
## cells in the final DEF (no fill, tap or decap), types with 3 or more instances in the layout
cell type / instances
clkbuf_8: 3
dfxtp_1: 18
inv_1: 7
nand2_1: 5
nand3_1: 5
nand4_1: 6
nor2_1: 24
nor3_1: 4
nor4_1: 5
xnor2_1: 13
## cell usage after synthesis
| cell type | count |
|---|---|
| a31oi_1 | 1 |
| nand4_1 | 6 |
| nor3_1 | 4 |
| nor2_1 | 24 |
| o31ai_2 | 1 |
| buf_2 | 1 |
| nand2_1 | 5 |
| xor2_1 | 2 |
| inv_1 | 7 |
| nand3_1 | 5 |
| dfxtp_1 | 18 |
| or4_4 | 1 |
| ha_1 | 2 |
| nor4_2 | 1 |
| xnor2_1 | 13 |
| o31a_1 | 1 |
| nor4_1 | 5 |
| a31o_2 | 1 |
| nor3_2 | 1 |
| edfxtp_1 | 1 |
| a21oi_1 | 1 |
| buf_6 | 1 |
## power by group through the flow
stage	Sequential, mW	Combinational [mW]	Clock (mW)
6_report	0.196	0.0110	0.133
5_1_grt	0.197	0.0132	0.145
4_1_cts	0.196	0.0114	0.137
## metal layers
layer | part of all wire | vias up
li1 | - | 355
met1 | 0.54 | 291
met2 | 0.41 | 3
met3 | 0.043 | 2
met4 | 0.0055 | 0
met5 | 0 | -
## area by class of cell
class | count | area share
well taps | 50 | 0.0621
flip-flops and latches | 19 | 0.388
clock inverters | 1 | 0.00497
clock buffers | 3 | 0.0410
inverters | 7 | 0.0261
multi-input cells | 74 | 0.451
repair buffers | 3 | 0.0273
Power figures rest on the tool's default switching activity, not on a simulated workload.
