===== ./design.v =====
`default_nettype none
module Watchdog(
	input i_CLK,
	input i_A19,
	input i_CPUSP,
	input i_AS_n,
	output pberr,   
	output o_BERR_n
	);
	reg pberr = 1'b0;
	reg [6:0] counter;
	wire wden = !i_AS_n || (!i_CPUSP && i_A19);
	always @(posedge i_CLK) begin
		if (!wden) begin
			counter <= 7'b0;
		end else if (counter == 7'b1111111) begin
			pberr <= 1'b1;
		end else begin 
			counter <= counter + 1;
		end 
	end
	assign o_BERR_n = pberr ? 1'b0 : 1'bZ;
endmodule

===== ./run.sh =====
#!/bin/bash
# OpenROAD 26Q1-2900-gdf79404cd8, Yosys 0.63+post, stock flow scripts
make -C /OpenROAD-flow-scripts/flow DESIGN_CONFIG=/design/flow/config.mk WORK_HOME=/design/flow/orfs finish

===== ./config.mk =====
export PLATFORM = sky130hd
export DESIGN_NAME = Watchdog
export DESIGN_NICKNAME = Watchdog
export VERILOG_FILES = /design/flow/design.v
export SDC_FILE = /design/flow/constraint.sdc
export NUM_CORES = 4
export LEC_CHECK = 1
export CORE_AREA = 10 10 70 70
export DIE_AREA = 0 0 80 80

===== ./constraint.sdc =====
current_design Watchdog

set clk_period 1.6
set clk_io_pct 0.2

create_clock -name clk0 -period $clk_period [get_ports {i_CLK}]

set non_clock_inputs [all_inputs -no_clocks]
set_input_delay [expr $clk_period * $clk_io_pct] -clock clk0 $non_clock_inputs
set_output_delay [expr $clk_period * $clk_io_pct] -clock clk0 [all_outputs]

==> run_results.csv <==
group,metric,value,unit
finish,finalInstanceArea,495,um^2
power,powerDensity,929,mW/mm^2
power,total_power,0.460,mW
yosys,ys.flops,8,
yosys,top_area_cell,"dfxtp_1",
placed_design,portBuffers,4,
detailed_routing,wl_per_cell,8.91,um
die,ios,6,
clocking,clockBufferDepth,2,
clocking,holdBufCountCts,0,
detailed_routing,antenna-diode-count,0,
sta,rsz0062_at_grt,"false",
detailed_routing,postRouteWirelength,829,um
detailed_routing,via_per_inst,3.51,
yosys,top_area_frac,0.382,
setup_path,cp_max_fo,6,
yosys,top_cells_by_count,"dfxtp_1 (7), a31oi_1 (4), nor2_1 (3)",
yosys,synth_cell_types,23,
yosys,avgSynthCellArea,9.40,um^2
finish,areaGrowthSynthToFinish,35.2,%
clocking,cts_sinks,8,
yosys,edf_count,1,
job,tool_warnings,25,
global_routing,track_usage,0.0268,
clocking,root_buffer,"clkbuf_4",
yosys,syn_inst,39,
detailed_routing,route.detailed.drc,0,
yosys,syn_area,367,um^2
global_routing,grt_overflow,0,
sta,min_period,1500,ps
sta,setup_viol,0,
hold_path,hold_path.class,"reg2reg",
clocking,clkLatencyLatePin,250,ps
detailed_routing,drt-initial-drc-count,8,
global_routing,grt_pass1_wl,1460,um
clocking,cts_tree,"done",
clocking,post_cts_buffers,0,
yosys,synth_dominant_cell_count,"dfxtp_1",
sta,min_period_over_period,0.939,
detailed_routing,dr.pass1.iters,3,
placed_design,place_area,467,um^2
yosys,synthTopCellsByArea,"dfxtp_1 (38%), edfxtp_1 (8.2%), a31oi_1 (6.8%), nand3_2 (5.5%), a211oi_1 (4.1%)",
global_routing,grt_antenna_before_repair,0,
sta,finalHoldViolations,0,
yosys,ys_cells,39,
yosys,async_flop_share,0,
clocking,cts_made_buffers,3,
clocking,htree_levels,1,
die,die_h,80,um
die,die_x,80,um
sta,timing.fmax,666,MHz
yosys,ys_area,367,um^2
die,dieArea,0.00640,mm^2
setup_path,crit_type,"reg2reg",
run_status,outcome,"complete, no violations",
detailed_routing,vias,326,
detailed_routing,drtAntennaViolNets,0,
sta,fin_setup_tns,0,ps
job,drv_cap,0,
sta,holdWs,490,ps
power,ir_drop,0.227,mV
setup_path,end_kind,"flop",
yosys,yosys.stat.seqShare,0.464,
sta,fin_worst_skew,4.38,ps
finish,drive_gt1_frac,0.191,
die,initial_core_util,0.107,
yosys,dominantRegCellSynth,"dfxtp_1",
die,core-area,0.00342,mm^2
yosys,yosys_warnings,2,
clocking,clk_pin_slew,60,ps
global_routing,grt_pass1_vias,339,
setup_path,start_kind,"flop",
placed_design,dp_hpwl,588,um
setup_path,cp.arrival,1470,ps
die,rows,21,
global_routing,grt_max_degree,7,
placed_design,gp_congestion,0.717,
setup_path,critPathRequiredTime,1570,ps
power,p_leak,0.165,nW
sta,slew_viol_final,0,
==> metrics by stage <==
step | std cells | utilization | setup WS (ps)
floorplan | 39 | - | 191
global placement | 89 | 0.137 | 133
detailed placement | 89 | 0.137 | 78.7
CTS | 93 | 0.144 | 74.4
global route | 93 | 0.145 | 6.27
finish | 93 | 0.145 | 98.1
==> area by class of cell <==
class	instances	area [um^2]
Inverter	1	3.75
Sequential cell	8	170
Clock buffer	4	26.3
Timing Repair Buffer	6	55.1
Tap cell	46	57.6
Fill cell	412	2920
Multi-Input combinational cell	28	183
==> cells in the final DEF (no fill, tap or decap), types with 3 or more instances in the layout <==
cell type / synthesis / layout
dfxtp_1: 7 / 7
a31oi_1: 4 / 4
clkdlybuf4s50_1: 0 / 4
nor2_1: 3 / 3
clkbuf_4: 0 / 3
==> registers in the layout, indices dropped and copies added, names as in the netlist <==
signal,cells
counter,7
pberr,1
==> where the power goes <==
part,internal (mW),switching [mW],total [mW]
sequential,0.220,0.0195,0.239
clock,0.0956,0.0716,0.167
combinational,0.0304,0.0239,0.0543
==> per-layer routing <==
layer / vias up / global-route usage / part of all wire
li1: 161 / - / -
met1: 159 / 0.0338 / 0.47
met2: 4 / 0.0425 / 0.48
met3: 2 / 0.00909 / 0.039
met4: 0 / 0.00704 / 0.0072
met5: - / 0 / 0
==> final timing paths <==
| check | cells past startpoint | slack, ps | to | start |
|---|---|---|---|---|
| hold / removal | 2 | 490 | counter[6]$_SDFFE_PN0P_ | counter[6]$_SDFFE_PN0P_ |
| hold reg to reg | 2 | 490 | counter[6]$_SDFFE_PN0P_ | counter[6]$_SDFFE_PN0P_ |
| setup / recovery | 4 | 100 | pberr$_DFFE_PP_ | counter[0]$_SDFFE_PN0P_ |
| setup reg to reg | 4 | 100 | pberr$_DFFE_PP_ | counter[0]$_SDFFE_PN0P_ |
==> critical path, cell delays in order (launching register included) <==
cell     delay (ps)
dfxtp_1         400
ha_2            240
nand3_2         110
or2_1           330
nor2_1          140
==> repair_timing <==
item	in CTS	in global routing
resized	0	2
hold endpoints to repair	0	0
setup endpoints to repair	0	1
==> cells by family after synthesis <==
group | count (synthesis) | synth area share
buffers and inverters | 3 | 0.0444
other | 2 | 0.0205
AND-OR/OR-AND | 13 | 0.229
adder cells (fa/ha/maj) | 1 | 0.0341
AND/OR/NAND/NOR | 12 | 0.208
flip-flops | 8 | 0.464
Power figures rest on the tool's default switching activity, not on a simulated workload.
